## design/flow/config.mk

```make
export PLATFORM = sky130hd
export DESIGN_NAME = max_pooling_layer_1
export DESIGN_NICKNAME = max_pooling_layer_1
export VERILOG_FILES = /design/flow/design.v
export SDC_FILE = /design/flow/constraint.sdc
export NUM_CORES = 4
export LEC_CHECK = 1
export CORE_UTILIZATION = 50
```

## design/flow/constraint.sdc

```tcl
current_design max_pooling_layer_1

set clk_period 8.6
set clk_io_pct 0.2

create_clock -name clk0 -period $clk_period [get_ports {clk}]

set non_clock_inputs [all_inputs -no_clocks]
set_input_delay [expr $clk_period * $clk_io_pct] -clock clk0 $non_clock_inputs
set_output_delay [expr $clk_period * $clk_io_pct] -clock clk0 [all_outputs]
```

## design/flow/design.v

```verilog
module max_pooling_buf #(
    parameter WIDTH = 26, 
    parameter HEIGHT = 26
) (
    input clk,
    input rst_n,
    input valid_in,
    input pixel_in,
    output reg pixel_0, pixel_1,
        pixel_2, pixel_3,
    output reg valid_out_buf
);
    localparam KERNEL_SIZE = 2;
    localparam X_BITS = $clog2(WIDTH);
    localparam Y_BITS = $clog2(HEIGHT);
    reg linebuf [0:KERNEL_SIZE-1][0:WIDTH-1];  
    reg window [0:KERNEL_SIZE-1][0:KERNEL_SIZE-1];
    reg [X_BITS-1:0] x;
    reg [Y_BITS-1:0] y;  
    reg [1:0] buf_cnt;  
    reg ready_for_pooling;  
    integer i, j, idx_line;
    always @(posedge clk or negedge rst_n) begin
        if (!rst_n) begin
            x <= 0;
            y <= 0;
            buf_cnt <= 0;
            valid_out_buf <= 1'b0;
            ready_for_pooling <= 1'b0;  
            pixel_0 <= 0; pixel_1 <= 0;
            pixel_2 <= 0; pixel_3 <= 0;
            for (i = 0; i < KERNEL_SIZE; i = i + 1) begin
                for (j = 0; j < WIDTH; j = j + 1) begin
                    if (j < KERNEL_SIZE) begin
                        window[i][j] <= 1'b0;
                    end
                    linebuf[i][j] <= 1'b0;
                end
            end
        end else begin
            if (valid_in) begin
                linebuf[buf_cnt][x] <= pixel_in;  
                for (i = 0; i < KERNEL_SIZE; i = i + 1) begin
                    for (j = 0; j < KERNEL_SIZE; j = j + 1) begin
                        window[i][j] <= window[i][j + 1];  
                    end
                end
                for (i = 0; i < KERNEL_SIZE; i = i + 1) begin
                    idx_line = buf_cnt + i + 1;
                    if (idx_line >= KERNEL_SIZE) idx_line = idx_line - KERNEL_SIZE;
                    if (idx_line == buf_cnt) begin
                        window[i][KERNEL_SIZE-1] <= pixel_in;
                    end else begin
                        window[i][KERNEL_SIZE-1] <= linebuf[idx_line][x];
                    end
                end
                if (x[0] == 1 && y[0] == 1 && x >= (KERNEL_SIZE - 1) && y >= (KERNEL_SIZE - 1)) begin
                    ready_for_pooling <= 1'b1;
                end else begin
                    ready_for_pooling <= 1'b0;
                end
                if (x == WIDTH - 1) begin
                    x <= 0;
                    if (y == HEIGHT - 1) begin
                        y <= 0;
                    end else begin
                        y <= y + 1;
                    end
                    buf_cnt <= (buf_cnt + 1);
                    if (buf_cnt >= KERNEL_SIZE - 1) begin
                        buf_cnt <= 0;  
                    end
                end else begin
                    x <= x + 1;
                end
            end else begin
                valid_out_buf <= 1'b0;
                ready_for_pooling <= 1'b0;  
                pixel_0 <= 0; pixel_1 <= 0;
                pixel_2 <= 0; pixel_3 <= 0;
            end
            if (ready_for_pooling) begin
                valid_out_buf <= 1'b1;
                pixel_0 <= window[0][0]; pixel_1 <= window[0][1];
                pixel_2 <= window[1][0]; pixel_3 <= window[1][1];
            end else begin
                valid_out_buf <= 1'b0;
                pixel_0 <= 0; pixel_1 <= 0;
                pixel_2 <= 0; pixel_3 <= 0;
            end
        end
    end
endmodule
module max_pooling_calc(
    input valid_out_buf,
    input pixel_0, pixel_1,
          pixel_2, pixel_3,
    output reg maxpool_out,
    output reg valid_out_maxpool
);
    always @(*) begin
        if (valid_out_buf) begin
            maxpool_out = (pixel_0 | pixel_1 | pixel_2 | pixel_3);
            valid_out_maxpool = 1'b1;
        end else begin
            maxpool_out = 1'b0;
            valid_out_maxpool = 1'b0;
        end
    end
endmodule
module max_pooling_layer_1 #(
    parameter WIDTH = 26, 
    parameter HEIGHT = 26
) (
    input clk, 
    input rst_n,
    input valid_in,
    input pixel_in_1,
    input pixel_in_2,
    input pixel_in_3,
    input pixel_in_4,
    input pixel_in_5,
    input pixel_in_6,
    input pixel_in_7,
    input pixel_in_8,
    output maxpool_out_1,
    output maxpool_out_2,
    output maxpool_out_3,
    output maxpool_out_4,
    output maxpool_out_5,
    output maxpool_out_6,
    output maxpool_out_7,
    output maxpool_out_8,
    output valid_out_maxpool
);
wire [7:0] pixel_in;
assign pixel_in = {pixel_in_8, pixel_in_7, pixel_in_6, pixel_in_5, 
                   pixel_in_4, pixel_in_3, pixel_in_2, pixel_in_1};
wire [7:0] maxpool_out_ch;
assign {maxpool_out_8, maxpool_out_7, maxpool_out_6, maxpool_out_5, 
        maxpool_out_4, maxpool_out_3, maxpool_out_2, maxpool_out_1} = maxpool_out_ch;
wire [7:0] pixel_0, pixel_1,
        pixel_2, pixel_3;
wire [7:0] valid_out_buf;
wire [7:0] valid_out_maxpool_ch;
assign valid_out_maxpool = &valid_out_maxpool_ch;
genvar i;
generate
    for(i = 0; i < 8; i = i + 1) begin: max_pooling_channels
        max_pooling_buf #(
            .WIDTH(WIDTH), 
            .HEIGHT(HEIGHT)
        ) max_pooling_buf_inst (
            .clk(clk),
            .rst_n(rst_n),
            .valid_in(valid_in),
            .pixel_in(pixel_in[i]),
            .pixel_0(pixel_0[i]),
            .pixel_1(pixel_1[i]),
            .pixel_2(pixel_2[i]),
            .pixel_3(pixel_3[i]),
            .valid_out_buf(valid_out_buf[i])
        );
        max_pooling_calc max_pooling_calc_inst (
            .valid_out_buf(valid_out_buf[i]),
            .pixel_0(pixel_0[i]),
            .pixel_1(pixel_1[i]),
            .pixel_2(pixel_2[i]),
            .pixel_3(pixel_3[i]),
            .maxpool_out(maxpool_out_ch[i]),
            .valid_out_maxpool(valid_out_maxpool_ch[i])
        );
    end
endgenerate
endmodule
```

## design/flow/run.sh

```bash
#!/bin/bash
# OpenROAD 26Q1-2900-gdf79404cd8, Yosys 0.63+post, stock flow scripts
make -C /OpenROAD-flow-scripts/flow DESIGN_CONFIG=/design/flow/config.mk WORK_HOME=/design/flow/orfs finish
```

==> impl_metrics.toml <==
# generated from flow reports
[placement]
globalplace.congestion = 0.998
hpwl_um = 77000
place.port_buffers = 19

[final_timing]
clock.fmax_mhz = 225
relSlewSlack = 0.333
timing.final.crit_share = 0.517
worst_hold_margin_ns = 0.421
setup_total_negative_slack_ns = 0
final-hold-violation-count = 0
report.final.setup_viol = 0
fin_crit_ns = 4.45
rsz_0062_raised_after_global_routing = "false"
worst_slew_pin_slew_ns = 0.993
clock-skew-final_ns = 0.0171
finalMaxSlewViolations = 0

[clock_tree]
cts_made_buffers = 70
clkSinkCount = 592
post-cts-setup-buffer-count = 0
cts_tree = "built"
clock.latency.late_pin_ns = 0.61
clk_root_buffer_cell = "sky130_fd_sc_hd__clkbuf_16"
cts_hold_buffers = 0
post_cts_resize_count = 0
clkTransAtPathRegs_ns = 0.05
htree_levels = 3
cts_buffer_depth = 3

[yosys]
post_synthesis_chip_area_from_yosys_um2 = 40900
enable_flop_cells = 0
post_synth_area_hogs = "sky130_fd_sc_hd__dfrtp_1, sky130_fd_sc_hd__mux2_2, sky130_fd_sc_hd__ha_1, sky130_fd_sc_hd__nand2_1, sky130_fd_sc_hd__nor2_1"
ys_cells = 4513
ys_dominant_reg_cell = "sky130_fd_sc_hd__dfrtp_1"
synthArstFlopShare = 1.00
synth_warnings = 4
synthesis.area_um2 = 40900
synth.distinct_cells = 79
ys_seq_frac = 0.362
syn-instance-count = 4513
yosys_top_cell_area_share = 0.362
syn-mean-instance-area_um2 = 9.07
ys_seq_elements = 592
netlist.top_cell.by_area = "sky130_fd_sc_hd__dfrtp_1"

[route]
drt_first_pass_iters = 8
routedWlPerCell_um = 20.4
avgViaCountPerCell = 6.17
drt_wl_total_um = 113000
drtAntennaViolNets = 0
drcViolationCount = 0
drt_iter0_markers = 2977
number_of_vias_in_the_routed_layout = 34200
insertedDiodeCount = 0

[grt]
grt_max_degree = 113
antenna_found_initial = 0
grt_pass1_wl_um = 184000
first_global_vias = 32800
grtUsageTotal = 0.287
grt.overflow.total = 0

[setup_path]
worst-r2r-cell-count = 14
critical_path_peak_fanout = 10
crit_type = "flop to flop"
reg2reg_slack_ns = 4.15
worstPathRequired_ns = 9.09
setup.worst_path.end_class = "flop"
worstPathArrival_ns = 4.93
critPathLaunchType = "flop"

[floorplanning]
floorplan.die_area_um2 = 83000
die-width_um = 288
core_um2 = 80800
pin_count = 20
fp.dieH_um = 288
floorplan.initialDensity = 0.507
placementRows = 104

[flow_run]
drv.max_cap_violation_count = 0
tool_warnings = 103

[final_layout]
area_growth_syn_to_layout_pct = 9.29
post_route_cells_drive_above_1_share = 0.160

[min_path]
hp-class = "flop to flop"
holdPathStages = 0

[status]
status = "finished, final reports clean"
critical path: stages (launching register included):
cell	delay [ns]
sky130_fd_sc_hd__dfrtp_1	0.54
sky130_fd_sc_hd__inv_1	0.25
sky130_fd_sc_hd__ha_1	0.43
sky130_fd_sc_hd__xnor2_1	0.46
sky130_fd_sc_hd__inv_1	0.09
sky130_fd_sc_hd__ha_1	0.32
sky130_fd_sc_hd__xnor2_1	0.20
sky130_fd_sc_hd__ha_1	0.31
sky130_fd_sc_hd__a21oi_1	0.16
sky130_fd_sc_hd__nand2_1	0.07
sky130_fd_sc_hd__xor2_1	0.67
sky130_fd_sc_hd__o21ai_0	0.25
sky130_fd_sc_hd__a22oi_1	0.24
sky130_fd_sc_hd__nand4_1	0.15
sky130_fd_sc_hd__a21o_1	0.19
sequential cells by signal, indices dropped and copies added, names as in the netlist:
| register | count |
|---|---|
| max_pooling_channels.max_pooling_buf_inst.pixel_1 | 8 |
| max_pooling_channels.max_pooling_buf_inst.buf_cnt | 16 |
| max_pooling_channels.max_pooling_buf_inst.window | 32 |
| max_pooling_channels.max_pooling_buf_inst.ready_for_pooling | 8 |
| max_pooling_channels.max_pooling_buf_inst.linebuf | 416 |
| max_pooling_channels.max_pooling_buf_inst.pixel_3 | 8 |
| max_pooling_channels.max_pooling_buf_inst.pixel_2 | 8 |
| max_pooling_channels.max_pooling_buf_inst.valid_out_buf | 8 |
| max_pooling_channels.max_pooling_buf_inst.x | 40 |
| max_pooling_channels.max_pooling_buf_inst.y | 40 |
| max_pooling_channels.max_pooling_buf_inst.pixel_0 | 8 |
Yosys cell counts, drive strengths merged (13+ instances only):
cell	instances
ha	183
and3	31
a21oi	189
inv	107
nor2b	46
a211oi	23
a22oi	21
nor4	17
o21ai	258
nor3b	18
nor2	393
a311oi	18
a221oi	13
nand3	267
mux4	23
fa	23
o211ai	35
nand2	460
or3	22
mux2	420
mux2i	131
o22ai	30
and2	49
clkbuf	256
a22o	20
nand3b	35
buf	38
nand2b	46
a31oi	72
xnor2	74
a32oi	14
o31ai	91
dfrtp	592
a21o	40
nand4	65
nor3	127
xor2	62
placed cells by master (no fill, tap or decap), types with 60 or more instances in the layout:
| cell type | n |
|---|---|
| sky130_fd_sc_hd__mux2i_1 | 131 |
| sky130_fd_sc_hd__nor3_1 | 127 |
| sky130_fd_sc_hd__o21ai_0 | 258 |
| sky130_fd_sc_hd__buf_4 | 124 |
| sky130_fd_sc_hd__xor2_1 | 60 |
| sky130_fd_sc_hd__xnor2_1 | 73 |
| sky130_fd_sc_hd__nand3_1 | 267 |
| sky130_fd_sc_hd__o31ai_1 | 91 |
| sky130_fd_sc_hd__dfrtp_1 | 592 |
| sky130_fd_sc_hd__nand4_1 | 65 |
| sky130_fd_sc_hd__clkbuf_16 | 72 |
| sky130_fd_sc_hd__inv_1 | 105 |
| sky130_fd_sc_hd__a21oi_1 | 189 |
| sky130_fd_sc_hd__nand2_1 | 460 |
| sky130_fd_sc_hd__mux2_2 | 420 |
| sky130_fd_sc_hd__ha_1 | 183 |
| sky130_fd_sc_hd__a31oi_1 | 72 |
| sky130_fd_sc_hd__nor2_1 | 392 |
metrics by stage:
step           utilization  std cells  area [um^2]  worst slack (ns)
2_1_floorplan            -       4513        40900              4.64
3_3_place_gp         0.524       5423        42300              4.21
3_5_place_dp         0.524       5423        42300              4.21
4_1_cts              0.554       5546        44700              4.18
5_1_grt              0.554       5546        44700              3.77
6_report             0.554       5546        44700              4.15
metal layers:
layer | vias to the layer above | GRT usage | wire length, um
met2 | 1102 | 0.416 | 49600
li1 | 16300 | - | -
met4 | 0 | 0.0685 | 3070
met3 | 190 | 0.0513 | 7310
met5 | - | 0 | 0
met1 | 16600 | 0.462 | 53100
cell families (layout without fill, tap and decap cells):
| group | Yosys count | in the layout | synth area share |
|---|---|---|---|
| AND/OR/NAND/NOR | 1631 | 1631 | 0.190 |
| AND-OR/OR-AND | 968 | 968 | 0.154 |
| flip-flops | 592 | 592 | 0.362 |
| multiplexers | 574 | 574 | 0.160 |
| buffers and inverters | 406 | 379 | 0.0375 |
| adder cells (fa/ha/maj) | 206 | 206 | 0.0672 |
| XOR/XNOR | 136 | 136 | 0.0293 |
worst max path at each step:
| stage | start | end | slack, ns | cells past startpoint |
|---|---|---|---|---|
| after global routing | flop | flop | 3.77 | 14 |
| final | flop | flop | 4.15 | 14 |
| after CTS | flop | flop | 4.18 | 14 |
cell type report:
class	count	area (um^2)
clock buffer	96	2040
clock inverter	27	389
fill	7159	36100
inverter	112	420
multi-input combinational	3515	24600
sequential	592	14800
tap	1060	1330
timing repair buffer	144	1150

<file path="flow/run.sh">
#!/bin/bash
# OpenROAD 26Q1-2900-gdf79404cd8, Yosys 0.63+post, stock flow scripts
make -C /OpenROAD-flow-scripts/flow DESIGN_CONFIG=/design/flow/config.mk WORK_HOME=/design/flow/orfs finish
</file>
<file path="flow/config.mk">
export PLATFORM = sky130hd
export DESIGN_NAME = max_pooling_layer_2
export DESIGN_NICKNAME = max_pooling_layer_2
export VERILOG_FILES = /design/flow/design.v
export SDC_FILE = /design/flow/constraint.sdc
export NUM_CORES = 4
export LEC_CHECK = 1
export CORE_UTILIZATION = 40
</file>
<file path="flow/constraint.sdc">
current_design max_pooling_layer_2

set clk_period 4.8
set clk_io_pct 0.2

create_clock -name clk0 -period $clk_period [get_ports {clk}]

set non_clock_inputs [all_inputs -no_clocks]
set_input_delay [expr $clk_period * $clk_io_pct] -clock clk0 $non_clock_inputs
set_output_delay [expr $clk_period * $clk_io_pct] -clock clk0 [all_outputs]
</file>
<file path="flow/design.v">
module max_pooling_buf #(
    parameter WIDTH = 26, 
    parameter HEIGHT = 26
) (
    input clk,
    input rst_n,
    input valid_in,
    input pixel_in,
    output reg pixel_0, pixel_1,
        pixel_2, pixel_3,
    output reg valid_out_buf
);
    localparam KERNEL_SIZE = 2;
    localparam X_BITS = $clog2(WIDTH);
    localparam Y_BITS = $clog2(HEIGHT);
    reg linebuf [0:KERNEL_SIZE-1][0:WIDTH-1];  
    reg window [0:KERNEL_SIZE-1][0:KERNEL_SIZE-1];
    reg [X_BITS-1:0] x;
    reg [Y_BITS-1:0] y;  
    reg [1:0] buf_cnt;  
    reg ready_for_pooling;  
    integer i, j, idx_line;
    always @(posedge clk or negedge rst_n) begin
        if (!rst_n) begin
            x <= 0;
            y <= 0;
            buf_cnt <= 0;
            valid_out_buf <= 1'b0;
            ready_for_pooling <= 1'b0;  
            pixel_0 <= 0; pixel_1 <= 0;
            pixel_2 <= 0; pixel_3 <= 0;
            for (i = 0; i < KERNEL_SIZE; i = i + 1) begin
                for (j = 0; j < WIDTH; j = j + 1) begin
                    if (j < KERNEL_SIZE) begin
                        window[i][j] <= 1'b0;
                    end
                    linebuf[i][j] <= 1'b0;
                end
            end
        end else begin
            if (valid_in) begin
                linebuf[buf_cnt][x] <= pixel_in;  
                for (i = 0; i < KERNEL_SIZE; i = i + 1) begin
                    for (j = 0; j < KERNEL_SIZE; j = j + 1) begin
                        window[i][j] <= window[i][j + 1];  
                    end
                end
                for (i = 0; i < KERNEL_SIZE; i = i + 1) begin
                    idx_line = buf_cnt + i + 1;
                    if (idx_line >= KERNEL_SIZE) idx_line = idx_line - KERNEL_SIZE;
                    if (idx_line == buf_cnt) begin
                        window[i][KERNEL_SIZE-1] <= pixel_in;
                    end else begin
                        window[i][KERNEL_SIZE-1] <= linebuf[idx_line][x];
                    end
                end
                if (x[0] == 1 && y[0] == 1 && x >= (KERNEL_SIZE - 1) && y >= (KERNEL_SIZE - 1)) begin
                    ready_for_pooling <= 1'b1;
                end else begin
                    ready_for_pooling <= 1'b0;
                end
                if (x == WIDTH - 1) begin
                    x <= 0;
                    if (y == HEIGHT - 1) begin
                        y <= 0;
                    end else begin
                        y <= y + 1;
                    end
                    buf_cnt <= (buf_cnt + 1);
                    if (buf_cnt >= KERNEL_SIZE - 1) begin
                        buf_cnt <= 0;  
                    end
                end else begin
                    x <= x + 1;
                end
            end else begin
                valid_out_buf <= 1'b0;
                ready_for_pooling <= 1'b0;  
                pixel_0 <= 0; pixel_1 <= 0;
                pixel_2 <= 0; pixel_3 <= 0;
            end
            if (ready_for_pooling) begin
                valid_out_buf <= 1'b1;
                pixel_0 <= window[0][0]; pixel_1 <= window[0][1];
                pixel_2 <= window[1][0]; pixel_3 <= window[1][1];
            end else begin
                valid_out_buf <= 1'b0;
                pixel_0 <= 0; pixel_1 <= 0;
                pixel_2 <= 0; pixel_3 <= 0;
            end
        end
    end
endmodule
module max_pooling_calc(
    input valid_out_buf,
    input pixel_0, pixel_1,
          pixel_2, pixel_3,
    output reg maxpool_out,
    output reg valid_out_maxpool
);
    always @(*) begin
        if (valid_out_buf) begin
            maxpool_out = (pixel_0 | pixel_1 | pixel_2 | pixel_3);
            valid_out_maxpool = 1'b1;
        end else begin
            maxpool_out = 1'b0;
            valid_out_maxpool = 1'b0;
        end
    end
endmodule
module max_pooling_layer_2 #(
    parameter WIDTH = 11, 
    parameter HEIGHT = 11
) (
    input clk, 
    input rst_n,
    input valid_in,
    input pixel_in_1, pixel_in_2, pixel_in_3, pixel_in_4,
          pixel_in_5, pixel_in_6, pixel_in_7, pixel_in_8,
          pixel_in_9, pixel_in_10, pixel_in_11, pixel_in_12,
          pixel_in_13, pixel_in_14, pixel_in_15, pixel_in_16,
    output maxpool_out_1, maxpool_out_2, maxpool_out_3, maxpool_out_4,
           maxpool_out_5, maxpool_out_6, maxpool_out_7, maxpool_out_8,
           maxpool_out_9, maxpool_out_10, maxpool_out_11, maxpool_out_12,
           maxpool_out_13, maxpool_out_14, maxpool_out_15, maxpool_out_16,
    output valid_out_maxpool
);
wire [15:0] pixel_in;
assign pixel_in = {pixel_in_16, pixel_in_15, pixel_in_14, pixel_in_13,
                    pixel_in_12, pixel_in_11, pixel_in_10, pixel_in_9,
                    pixel_in_8, pixel_in_7, pixel_in_6, pixel_in_5,
                    pixel_in_4, pixel_in_3, pixel_in_2, pixel_in_1};
wire [15:0] maxpool_out_ch;
assign {maxpool_out_16, maxpool_out_15, maxpool_out_14, maxpool_out_13,
        maxpool_out_12, maxpool_out_11, maxpool_out_10, maxpool_out_9,
        maxpool_out_8, maxpool_out_7, maxpool_out_6, maxpool_out_5,
        maxpool_out_4, maxpool_out_3, maxpool_out_2, maxpool_out_1} = maxpool_out_ch;
wire [15:0] pixel_0, pixel_1,
        pixel_2, pixel_3;
wire [15:0] valid_out_buf;
wire [15:0] valid_out_maxpool_ch;
assign valid_out_maxpool = &valid_out_maxpool_ch;
genvar i;
generate
    for(i = 0; i < 16; i = i + 1) begin: max_pooling_channels
        max_pooling_buf #(
            .WIDTH(WIDTH), 
            .HEIGHT(HEIGHT)
        ) max_pooling_buf_inst (
            .clk(clk),
            .rst_n(rst_n),
            .valid_in(valid_in),
            .pixel_in(pixel_in[i]),
            .pixel_0(pixel_0[i]),
            .pixel_1(pixel_1[i]),
            .pixel_2(pixel_2[i]),
            .pixel_3(pixel_3[i]),
            .valid_out_buf(valid_out_buf[i])
        );
        max_pooling_calc max_pooling_calc_inst (
            .valid_out_buf(valid_out_buf[i]),
            .pixel_0(pixel_0[i]),
            .pixel_1(pixel_1[i]),
            .pixel_2(pixel_2[i]),
            .pixel_3(pixel_3[i]),
            .maxpool_out(maxpool_out_ch[i]),
            .valid_out_maxpool(valid_out_maxpool_ch[i])
        );
    end
endgenerate
endmodule
</file>
==> run notes <==
Main metrics from the flow reports.

The startpoint type of the worst setup path is a flip-flop. The cell area reported after detailed placement came out at about 50000 um^2. The worst endpoint data arrival time is 4710 ps. The clock skew after layout came out at 24.44 ps. The number of endpoints with negative hold slack in the final report is 0.

For this design, the slowest cell found on the critical path is dfrtp_1. Setup repair after global routing left no endpoint under its margin. The number of hold-repair buffers added at the cts stage came out at 0. The endpoint required time on the critical path is 5310 ps.

The number of buffers added by the clock tree synthesis step came out at about 80. The number of clock sinks seen by CTS came out at about 670. The global placer's final weighted congestion came out at between 0.9 and 1. Per the layout area report, the register area comes to roughly 17000 um^2. Of all flip-flops after synthesis, the portion carrying an async set or reset was 1.000. The worst setup path is captured at a flip-flop. The layout cell share with drive strength beyond 1 is 0.1437.

The synthesis report lists the Yosys warning total as 4. The largest fanout on the critical path is 18. The remaining antenna violation count after routing is 0. The number of vias after detailed routing is 35.39k.

The number of synthesized register bits is 672. Before antenna repair, the detailed router went through 5 iterations. Per the post-synthesis report, the number of cells in the design is about 5k. Pin placement for this block handled 36 I/O pins.

The number of buffers and inverters on the critical path came out at 1. TritonCTS built the clock tree. Summed over all layers, the routed wires come to 102900 um. Yosys reports a chip area of 48260 um^2. The clock edge transition at the registers on the reported setup and hold paths came out at roughly 60 ps.

The chip area came out at around 120000 um^2. Of the synthesized area, sequential elements account for 0.3485. The average footprint of a synthesized cell is ~9.7 um^2. The kind of critical path is reg2reg. The worst hold margin came out at approximately 320 ps.

The biggest cell delay along the critical path came out at about 760 ps. The synthesized netlist contains ~82 unique library cells. The setup fix buffers added after clock tree synthesis is 0. The max-slew violation count came out at 0.

Post-CTS repair ended up resizing 0 cells. The run finished with clean final reports. The number of cell instances after yosys synthesis is between 4k and 5k. The root cell of the clock tree is clkbuf_16. On the critical path the largest part of the delay comes from adder cells. The number of rows created at floorplan came out at roughly 130.

The mean routed wirelength per cell came out at 15.64 um. The stage-log warning count came out at 159. The post-synthesis to final-layout area growth came out at 9.559%.

The worst path in the final design needs a cycle of approximately 4200 ps, including I/O delays and setup. The clock latency on the worst-skew pair is between 600 and 700 ps. The number of antenna violations at the first check in global routing was 4. The maximum count of clock buffers along a single path came out at 3.

The netlist area before placement is 48260 um^2. The multi-input logic area is around 30000 um^2. Walking the worst path, the cells encountered are inv_1 > ha_1 > xor2_1 > ha_1 > ha_1 > or3b_2 > a21oi_1 > nor2_1 > xnor2_1 > mux2_2 > a211oi_1 > o21ai_0. The final global-route overflow total came out at 0. Once iteration 0 of detailed routing completed, the report listed approximately 2.4k DRC markers. The via count of the first global-routing pass came out at approximately 34k.

The pin count of the biggest net entering global routing is about 120. Counting stages on the worst path, the most repeated cell is ha_1. The worst min-delay path category is in2async.

The setup TNS came out at 0 ps. The filler cell count in the final layout came out at roughly 11k. The routed layout reports a DRC error count of 0. The count of non-filler cells in the finished layout came out at between 6k and 7k.

By instance count after routing, the leading logic cell types are 672 x dfrtp_1, 519 x nand2_1, 445 x mux2_2. Across the run, the number of max-cap violations was 0. The floorplan step records an initial core utilization of 0.4028. The horizontal die dimension came out at around 350 um. The synthesized design contains 0 enable-type register cells. The maximum frequency from static timing analysis is between 200 and 250 MHz. Looking at the cell usage after synthesis, the top flip-flop cell is dfrtp_1.

The wire length of the first global-routing pass came out at 175500 um. The most common library cell in the layout ignoring fill and taps is dfrtp_1. The cell area after layout came out at between 50000 and 60000 um^2. The area inside the core boundary is roughly 120000 um^2. The slew at the pin closest to its max-slew limit is around 960 ps. The post-layout period usage of the worst path is 0.8744. The CTS H-tree depth came out at 3.

For this run, the detailed router reports a per-instance via density of about 5.4. The worst slew slack as a fraction of its limit came out at 0.3557. The wire-length estimate of the detail-placed layout is around 70000 um. The count of buffers from port buffering came out at 35. The total routing usage reported by global routing came out at 0.1768. According to the floorplan report, the die height is 349.3 um. The final report lists the setup-violating endpoint count as 0. In this run, placement finished with an instance count of 6428.
[synthesized netlist by cell type (23+ instances only)]
master,number,area [um^2]
dfrtp_1,672,16820
nand2_1,519,1948
mux2_2,445,5011
ha_1,411,5142
nor2_1,344,1291
o21ai_0,276,1381
clkbuf_1,208,780.8
a21oi_1,201,1006
nand3_1,196,980.9
mux2i_1,167,1672
inv_1,165,619.3
xnor2_1,162,1419
nor2b_1,106,663.1
nor3b_1,85,638.1
xor2_1,83,727.0
nor3_1,75,375.4
and2_1,68,425.4
a21o_1,67,503.0
fa_1,64,1281
a31oi_1,50,312.8
and3_1,43,269.0
nand3b_1,42,315.3
mux4_2,34,765.7
or3_1,33,206.5
nand4_1,32,200.2
or2_2,32,200.2
buf_1,24,90.09
o22ai_1,23,143.9
[state kept, by name, indices dropped and copies added, names as in the netlist]
register and flops:
max_pooling_channels.max_pooling_buf_inst.linebuf 352, max_pooling_channels.max_pooling_buf_inst.window 64, max_pooling_channels.max_pooling_buf_inst.x 64, max_pooling_channels.max_pooling_buf_inst.y 64
max_pooling_channels.max_pooling_buf_inst.buf_cnt 32, max_pooling_channels.max_pooling_buf_inst.pixel_0 16, max_pooling_channels.max_pooling_buf_inst.pixel_1 16, max_pooling_channels.max_pooling_buf_inst.pixel_2 16
max_pooling_channels.max_pooling_buf_inst.pixel_3 16, max_pooling_channels.max_pooling_buf_inst.ready_for_pooling 16, max_pooling_channels.max_pooling_buf_inst.valid_out_buf 16
[per-stage QoR]
| stage | worst slack [ps] | util |
|---|---|---|
| 6_report | 602.6 | 0.4413 |
| 5_1_grt | 291.8 | 0.4413 |
| 4_1_cts | 598.2 | 0.4413 |
| 3_5_place_dp | 605.9 | 0.4177 |
| 3_3_place_gp | 709.3 | 0.4177 |
| 2_1_floorplan | 761.3 | - |
[metal layers]
metal,vias up,wire (um),part of all wire,GRT usage
li1,17678,-,-,-
met1,17067,51330,0.50,0.2878
met2,524,45090,0.44,0.2586
met3,116,4437,0.043,0.02663
met4,2,1989,0.019,0.03151
met5,-,12,0.00012,0
[cell families after synthesis]
| family | synth area share |
|---|---|
| buffers and inverters | 0.03259 |
| adder cells (fa/ha/maj) | 0.1331 |
| AND-OR/OR-AND | 0.1156 |
| XOR/XNOR | 0.04594 |
| multiplexers | 0.1554 |
| flip-flops | 0.3485 |
| AND/OR/NAND/NOR | 0.1688 |
[final cells by class]
type	instances	area share
diodes	1	0.00004733
clock buffers	106	0.04371
clock inverters	40	0.009726
well taps	1612	0.03815
flip-flops and latches	672	0.3181
inverters	166	0.01183
multi-input cells	3904	0.5649
repair buffers	74	0.01354
[worst reg2reg max path, stage by stage (launching register included)]
cell and delay, ps:
dfrtp_1 760, inv_1 300, ha_1 570, xor2_1 260
ha_1 200, ha_1 240, or3b_2 470, a21oi_1 140
nor2_1 60, xnor2_1 320, mux2_2 400, a211oi_1 230
o21ai_0 130
[final timing paths]
check,startpoint,endpoint,slack [ps],depth (start not counted)
max,flip-flop,flip-flop,600,12
min,rst_n,asynchronous set/reset pin,320,1
max reg2reg,flip-flop,flip-flop,600,12
min reg2reg,flip-flop,flip-flop,420,0
max in group asynchronous,rst_n,asynchronous set/reset pin,3220,3
min in group clk0,flip-flop,flip-flop,420,0

**config.mk**
```make
export PLATFORM = sky130hd
export DESIGN_NAME = conv2_buf
export DESIGN_NICKNAME = conv2_buf
export VERILOG_FILES = /design/flow/design.v
export SDC_FILE = /design/flow/constraint.sdc
export NUM_CORES = 4
export LEC_CHECK = 1
export CORE_UTILIZATION = 30
```
**constraint.sdc**
```tcl
current_design conv2_buf

set clk_period 5.1
set clk_io_pct 0.2

create_clock -name clk0 -period $clk_period [get_ports {clk}]

set non_clock_inputs [all_inputs -no_clocks]
set_input_delay [expr $clk_period * $clk_io_pct] -clock clk0 $non_clock_inputs
set_output_delay [expr $clk_period * $clk_io_pct] -clock clk0 [all_outputs]
```
**design.v**
```verilog
module conv1_buf #(
    parameter WIDTH = 28,    
    parameter HEIGHT = 28
) (
    input clk,
    input rst_n,
    input valid_in,
    input pixel_in,   
    output reg pixel_0, pixel_1, pixel_2,
    pixel_3, pixel_4, pixel_5,
    pixel_6, pixel_7, pixel_8,   
    output reg valid_out_buf   
);
    localparam KERNEL_SIZE = 3;  
    localparam X_BITS = $clog2(WIDTH);
    localparam Y_BITS = $clog2(HEIGHT);
    reg linebuf [0:KERNEL_SIZE-1][0:WIDTH-1];  
    reg window  [0:KERNEL_SIZE-1][0:KERNEL_SIZE-1];
    reg [X_BITS-1:0] x;
    reg [X_BITS-1:0] y;  
    reg [1:0] buf_cnt;  
    reg valid_d;
    integer i, j, idx_line;
    always @(posedge clk or negedge rst_n) begin
        if (!rst_n) begin
            x <= 0;
            y <= 0;
            buf_cnt <= 0;
            valid_out_buf <= 1'b0;
            valid_d <= 1'b0;
            pixel_0 <= 0; pixel_1 <= 0; pixel_2 <= 0; 
            pixel_3 <= 0; pixel_4 <= 0; pixel_5 <= 0; 
            pixel_6 <= 0; pixel_7 <= 0; pixel_8 <= 0;
            for (i = 0; i < KERNEL_SIZE; i = i + 1) begin
                for (j = 0; j < WIDTH; j = j + 1) begin
                    if (j < KERNEL_SIZE) begin
                        window[i][j] <= 1'b0;
                    end
                    linebuf[i][j] <= 1'b0;
                end
            end
        end else begin
            if (valid_in) begin
                linebuf[buf_cnt][x] <= pixel_in;  
                for (i = 0; i < KERNEL_SIZE; i = i + 1) begin
                    for (j = 0; j < KERNEL_SIZE; j = j + 1) begin
                        window[i][j] <= window[i][j+1];  
                    end
                end
                for (i = 0; i < KERNEL_SIZE; i = i + 1) begin
                    idx_line = buf_cnt + i + 1;
                    if (idx_line >= KERNEL_SIZE) idx_line = idx_line - KERNEL_SIZE;
                    if (idx_line == buf_cnt) begin
                        window[i][KERNEL_SIZE-1] <= pixel_in;
                    end else begin
                        window[i][KERNEL_SIZE-1] <= linebuf[idx_line][x];
                    end
                end
                if ((y >= KERNEL_SIZE - 1) && (x >= KERNEL_SIZE - 1)) begin
                    valid_d <= 1'b1;
                end else begin
                    valid_d <= 1'b0;                
                end
                if (x == WIDTH - 1) begin
                    x <= 0;
                    if (y == HEIGHT - 1) begin
                        y <= 0;
                    end else begin
                        y <= y + 1;
                    end
                    buf_cnt <= buf_cnt + 1;
                    if (buf_cnt >= KERNEL_SIZE - 1) buf_cnt <= 0;  
                end else begin
                    x <= x + 1;
                end
            end else begin
                valid_out_buf <= 1'b0;
                valid_d <= 1'b0;  
                pixel_0 <= 0; pixel_1 <= 0; pixel_2 <= 0; 
                pixel_3 <= 0; pixel_4 <= 0; pixel_5 <= 0; 
                pixel_6 <= 0; pixel_7 <= 0; pixel_8 <= 0; 
            end
            if (valid_d) begin
                valid_out_buf <= 1'b1;
                pixel_0 <= window[0][0]; pixel_1 <= window[0][1]; pixel_2 <= window[0][2];
                pixel_3 <= window[1][0]; pixel_4 <= window[1][1]; pixel_5 <= window[1][2];
                pixel_6 <= window[2][0]; pixel_7 <= window[2][1]; pixel_8 <= window[2][2];            
            end else begin
                valid_out_buf <= 1'b0;
                pixel_0 <= 0; pixel_1 <= 0; pixel_2 <= 0; 
                pixel_3 <= 0; pixel_4 <= 0; pixel_5 <= 0; 
                pixel_6 <= 0; pixel_7 <= 0; pixel_8 <= 0; 
            end
        end
    end 
endmodule
module conv2_buf #(
    parameter WIDTH = 13,
    parameter HEIGHT = 13
) (
    input clk,
    input rst_n,
    input valid_in,
    input [7:0] pixel_in,
    output reg [71:0] pixel_windows,
    output reg valid_out_buf
);
    localparam KERNEL_SIZE = 3;
    localparam NUM_CHANNELS = 8;
    wire [8:0] ch_windows [0:7];  
    wire [7:0] ch_valid;
    genvar i;
    integer j;
    generate
        for (i = 0; i < NUM_CHANNELS; i = i + 1) begin: CH_BUF
            conv1_buf #(
                .WIDTH(WIDTH),
                .HEIGHT(HEIGHT)
            ) ch_buf_inst (
              .clk(clk),
              .rst_n(rst_n),
              .valid_in(valid_in),
              .pixel_in(pixel_in[i]),
              .pixel_0(ch_windows[i][0]),
              .pixel_1(ch_windows[i][1]),  
              .pixel_2(ch_windows[i][2]),  
              .pixel_3(ch_windows[i][3]),  
              .pixel_4(ch_windows[i][4]),  
              .pixel_5(ch_windows[i][5]),  
              .pixel_6(ch_windows[i][6]),  
              .pixel_7(ch_windows[i][7]),
              .pixel_8(ch_windows[i][8]),
              .valid_out_buf(ch_valid[i])
            );
        end
    endgenerate 
    always @(posedge clk or negedge rst_n) begin
        if (!rst_n) begin 
            pixel_windows <= 72'b0;
            valid_out_buf <= 1'b0;
        end else begin
            valid_out_buf <= ch_valid[0];
            for (j = 0; j < NUM_CHANNELS; j = j + 1) begin
                pixel_windows[j * 9 +: 9] <= ch_windows[j];
            end
        end
    end
endmodule
```
**run.sh**
```bash
#!/bin/bash
# OpenROAD 26Q1-2900-gdf79404cd8, Yosys 0.63+post, stock flow scripts
make -C /OpenROAD-flow-scripts/flow DESIGN_CONFIG=/design/flow/config.mk WORK_HOME=/design/flow/orfs finish
```
==> flow_summary.yaml <==
# flow metrics
grt:
  met3_usage: 0.0295
  grt_max_degree: 116
  antenna_found_initial: 0
  grt_pass1_vias: 34961
  grtUsageMet2: 0.250
  gr-usage-met1: 0.251
  busiest_layer: "met1"
  grt_pass1_wl_um: 201000
  track_usage: 0.166
  grt_overflow: 0
synth:
  ys_seq_elements: 618
  compound_area_frac: 0.143
  ys_types: 96
  ys_sh_adder: 0.125
  postSynthAreaPerCell_um2: 9.29
  yosys_warnings: 4
  yosysChipArea_um2: 45800
  async_reset_ff_frac: 1.00
  ys_sh_simple: 0.175
  ys_sh_mux: 0.141
  ff_type: "dfrtp_1"
  synth.cell_area_um2: 45800
  xor_share: 0.0389
  edf_count: 0
  topCombFamilyByArea: "simple AND/OR/NAND/NOR gates"
  syn_inst: 4935
  ys_cells: 4935
  ys_seq_frac: 0.337
finish:
  utilization: 0.339
  fin_cells: 7004
  final_layout_size_suffix_gt1_frac: 0.134
  final_cell_mix: "dfrtp_1 (618), nand2_1 (466), ha_1 (392), mux2_2 (375), nor2_1 (374)"
  lay_top_count: "dfrtp_1"
  stdcell_area_um2: 51500
  area_delta_synth_final_pct: 12.4
  nFillCells: 15232
final_timing:
  worstMarginPinSlew_ns: 0.912
  slew_violations: 0
  rsz0062_at_grt: "false"
  min_period_ns: 4.67
  period_used_share: 0.915
  skew_ns: 0.0294
  fmax_mhz: 214
  slew_headroom: 0.390
  fin_setup_tns_ns: 0
  hold_viol: 0
  setup_viol: 0
  hold_slack_ns: 0.296
worst_setup_path:
  worstSetupEndpointType: "register"
  crit_fanout: 11
  critical_path_class: "reg2reg"
  crit_arrival_ns: 5.21
  critPathRequiredTime_ns: 5.65
  reg2regPathDepth: 16
  reg2reg_to: "CH_BUF[7].ch_buf_inst.window[5]"
  r2r_start: "CH_BUF[7].ch_buf_inst.buf_cnt[0]"
  crit_start: "CH_BUF[7].ch_buf_inst.buf_cnt[0]"
  r2r_slack_ns: 0.43
  start_kind: "register"
placed_design:
  dp_hpwl_um: 90100
  dpl_cell_area_um2: 48800
  dp.cells: 6857
  gp_congestion: 0.980
  io_buffer_count: 83
outcome:
  outcome: "complete, no violations"
clocking:
  cts_buffers: 78
  cts-hold-fix-buffers: 0
  postCtsSetupRepairBufs: 0
  cts.sinks: 618
  worst_skew_pair.late_latency_ns: 0.70
  cts_tree: "built"
  htreeDepth: 3
  cts_resized: 0
  clockBufferDepth: 3
  path_clk_slew_ns: 0.06
  cts_root_buf: "clkbuf_16"
routing:
  first_iter_violations: 3012
  vias: 36964
  first_pass_iters: 6
  wirelength_um: 126000
  drtAntennaViolNets: 0
  post_drt_via_cell_ratio: 5.28
  drcViolationCount: 0
  wire_per_inst_um: 17.9
run:
  warnings: 140
  drv_cap: 0
floorplan:
  io_pins: 84
  fp-utilization: 0.302
  core_area_um2: 152000
  die_w_um: 393
  dieArea_um2: 154000
  die_y_um: 393
  num_rows: 143
min_path:
  hp-class: "in2async"
-- layout make-up --
cell class / count / area (um^2) / share of cell area
multi-input cells: 3842 / 28500 / 0.554
flip-flops and latches: 618 / 15500 / 0.300
well taps: 2030 / 2540 / 0.0493
clock buffers: 96 / 2140 / 0.0416
repair buffers: 154 / 1460 / 0.0284
inverters: 213 / 800 / 0.0155
clock inverters: 49 / 576 / 0.0112
diodes: 2 / 5.00 / 0.0000972
-- worst max-delay path: stages (launching register included) --
cell       delay, ns
dfrtp_1         0.60
inv_1           0.19
ha_1            0.51
inv_1           0.23
ha_1            0.33
ha_1            0.18
inv_1           0.06
fa_1            0.50
nor2b_1         0.14
o21ai_0         0.10
a21oi_1         0.36
or3b_4          0.26
nand2_8         0.08
o31ai_1         0.29
a211oi_1        0.08
a2111oi_1       0.50
o2bb2ai_1       0.12
-- sequential cells by signal (all words and copies together) (netlist names), 16 cells and up --
signal / cells
pixel_windows: 72
CH_BUF.ch_buf_inst.linebuf: 312
CH_BUF.ch_buf_inst.y: 32
CH_BUF.ch_buf_inst.x: 32
CH_BUF.ch_buf_inst.buf_cnt: 16
CH_BUF.ch_buf_inst.window: 72
-- worst max path at each step --
stage                                  to  depth (start not counted)
6_report  CH_BUF[7].ch_buf_inst.window[5]                         16
5_1_grt   CH_BUF[7].ch_buf_inst.window[5]                         16
4_1_cts   CH_BUF[7].ch_buf_inst.window[5]                         16
-- Yosys cell counts (22+ instances only) --
master | n | area (um^2)
nor3b_1 | 35 | 263
ha_1 | 392 | 4900
xor2_1 | 85 | 744
dfrtp_1 | 618 | 15500
mux2i_1 | 144 | 1440
or3_1 | 27 | 169
mux2_2 | 375 | 4220
xnor2_1 | 98 | 858
a31oi_1 | 76 | 475
nor3_1 | 136 | 681
nand4_1 | 26 | 163
nor4_1 | 36 | 225
and2_1 | 92 | 576
inv_1 | 210 | 788
fa_1 | 40 | 801
a21o_1 | 59 | 443
nand3b_1 | 49 | 368
o22ai_1 | 26 | 163
mux4_2 | 35 | 788
nand2_1 | 466 | 1750
o211ai_1 | 39 | 293
and3_1 | 40 | 250
nand3_1 | 202 | 1010
a211oi_1 | 25 | 188
nand2b_1 | 45 | 282
nor2_1 | 374 | 1400
clkbuf_1 | 224 | 841
o21ai_0 | 271 | 1360
buf_1 | 22 | 82.6
o31ai_1 | 40 | 300
nor2b_1 | 57 | 357
a22oi_1 | 33 | 248
a21oi_1 | 234 | 1170
-- routing by layer --
| metal | up-vias | part of all wire |
|---|---|---|
| met5 | - | 0 |
| met4 | 0 | 0.030 |
| met3 | 219 | 0.059 |
| met2 | 1055 | 0.44 |
| met1 | 17891 | 0.47 |
| li1 | 17799 | - |
-- kinds of logic after synthesis --
family / count (synthesis)
XOR/XNOR: 192
adder cells (fa/ha/maj): 432
flip-flops: 618
AND-OR/OR-AND: 1018
AND/OR/NAND/NOR: 1645
multiplexers: 555
buffers and inverters: 475
-- metrics by stage --
step / setup WS (ns)
6_report: 0.431
3_3_place_gp: 0.544
5_1_grt: 0.0103
4_1_cts: 0.425
3_5_place_dp: 0.419
2_1_floorplan: 0.886
